## design/flow/run.sh

```bash
#!/bin/bash
# OpenROAD 26Q1-2900-gdf79404cd8, Yosys 0.63+post, stock flow scripts
make -C /OpenROAD-flow-scripts/flow DESIGN_CONFIG=/design/flow/config.mk WORK_HOME=/design/flow/orfs finish
```

## design/flow/design.v

```verilog
module half_adder(s, c, a, b);
output s, c;
input a, b;
and(c, a, b);
xor(s, a, b);
endmodule
module full_adder(sum, cout, a, b, cin);
output sum, cout;
input a, b, cin;
wire s, c, c2;
half_adder h1(s, c, a, b);
half_adder h2(sum, c2, s, cin);
or(cout, c, c2);
endmodule 
module RCA(sum, cout, in1, in2, cin);
parameter N = 4;
output [N - 1: 0] sum;
output cout;
input [N - 1: 0] in1, in2;
input cin;
wire [N - 1: 0] car;
wire c;
full_adder f0(sum[0], car[0], in1[0], in2[0], cin);
full_adder full_adders [N - 1: 1] (sum[N-1:1], car[N-1:1], in1[N - 1:1], in2[N - 1:1], car[N - 2:0]);
buf(cout, car[N-1]);
endmodule 
module unsigned_mult(result, mp, mc);
parameter N = 4;
output [2*N-1:0] result;
input [N-1:0] mp, mc;
wire [N-1:0] carry;
wire [N-1:0] result_and [N-1:0];
wire [N-1:0] s [N-1:0];
genvar i, j, k;
generate
for (i = 0; i < N; i = i+1)
begin
	for (j = 0; j < N; j=j+1)
	begin 
		and (result_and[i][j], mp[j], mc[i]);
	end
end
for (i = 0; i < N; i = i+1)
begin
buf buffers (s[0][i], result_and[0][i]);
end
buf (result[0], s[0][0]);
buf (carry[0], 1'b0);
for (k = 1; k < N; k=k+1)
begin
	 wire [N-1:0] temp;
	 for (i = 0; i < N - 1;i = i+1)
	 begin
	 	 buf (temp[i], s[k-1][i+1]);
	 end
	 buf (temp[N-1], carry[k-1]);
	 RCA #(N) rca(s[k], carry[k], result_and[k], temp[N-1:0], 1'b0);
	 buf (result[k], s[k][0]);
end
for (i = 1; i < N; i = i+1)
begin
buf buffers2 (result[i+N-1], s[N-1][i]);
end
buf (result[2*N-1] , carry[N-1]);
endgenerate
endmodule
```

## design/flow/constraint.sdc

```tcl
current_design unsigned_mult

set clk_period 6.7
set clk_io_pct 0.2

create_clock -name clk0 -period $clk_period

set non_clock_inputs [all_inputs -no_clocks]
set_input_delay [expr $clk_period * $clk_io_pct] -clock clk0 $non_clock_inputs
set_output_delay [expr $clk_period * $clk_io_pct] -clock clk0 [all_outputs]
```

## design/flow/config.mk

```make
export PLATFORM = sky130hd
export DESIGN_NAME = unsigned_mult
export DESIGN_NICKNAME = unsigned_mult
export VERILOG_FILES = /design/flow/design.v
export SDC_FILE = /design/flow/constraint.sdc
export NUM_CORES = 4
export LEC_CHECK = 1
export CORE_AREA = 10 10 70 70
export DIE_AREA = 0 0 80 80
```

==> results.env <==
HOLD_START='mc[0]'
SYNTH_SEQUENTIAL_AREA_RATIO_PCT=0
FINALWIRELENGTH_UM=820
P_LEAK_nW=0.307
CTS_HOLD_BUF=0
POST_ROUTE_CELLS_DRIVE_ABOVE_1_SHARE_PCT=15.3
SYNTH.YOSYS.CHIP_AREA_SQ_UM=390
STARTPOINT='mp[1]'
TOP_CELL_TYPE_S_SHARE_OF_SYNTHESIZED_AREA_PCT=41.0
ROUTED_WIRE_LENGTH_PER_INSTANCE_UM=7.81
INSTANCES_NO_FILL=105
POWERDENSITY_nW_PER_UM2=74.9
DIE_Y_UM=80
ANTENNA_VIOLATING_NETS_POST_ROUTE=0
MAX_STAGE_DELAY_NS=0.51
SYNTH-WARNING-COUNT=1
DP_HPWL_UM=780
RSZ0062_AT_GRT='false'
GRT_ANTENNA_BEFORE_REPAIR=0
DP.CELLS=105
FP_UTIL_PCT=11.4
FIRSTDRTPASSITERS=2
VIAS_PER_CELL=2.85
SYN_AREA_PER_CELL_SQ_UM=8.31
WORST-ENDPOINT-REQUIRED_NS=5.36
BUFFER_PORTS.INSERTED=16
FF_LATCH_AREA_SQ_UM=0
COUNT_OF_FINAL_HOLD_CHECK_VIOLATIONS=0
DR_TOTAL_VIAS=299
WORST_IR_DROP_VDD_uV=10.9
FLOORPLAN.ROWS=21
GRT_PASS1_WL_UM=1510
POST-CTS-SETUP-BUFFERS=0
POSTSYNTHCELLCOUNT=47
DRC=0
WORSTPATHCELLLIST='dlygate4sd2_1 -> and2_4 -> ha_2 -> inv_1 -> fa_2 -> fa_1 -> fa_2 -> fa_1 -> inv_1 -> fa_2 -> inv_2 -> fa_1 -> inv_1 -> clkdlybuf4s50_1'
COMMON_CELLS='sky130_fd_sc_hd__inv_1, sky130_fd_sc_hd__and2_1, sky130_fd_sc_hd__fa_1'
FIRST_GLOBAL_VIAS=365
SYNTH.YOSYS.NUM_CELLS=47
DR.FIRST_ITER.DRC_COUNT=7
YOSYS.CELL_TYPES.COUNT=6
SLEW_VIOL_FINAL=0
HOLD-WORST-SLACK_NS=3.49
CRITPATHCAPTURETYPE='output pin'
CRITPATHLAUNCHTYPE='primary input'
DIE_SPAN_X_UM=80
TOP_CELL='sky130_fd_sc_hd__inv_1'
FLOP-COUNT=0
TIMING.CRITICAL_PATH.FANOUT_MAX=4
TIGHTEST_SLEW_NS=0.152
CLOCKBUFFERCOUNT=0
LAYOUT_WORST_PATH_CYCLE_SHARE_PCT=95.5
DESIGN.DIE.AREA_SQ_UM=6400
SYN_AREA_SQ_UM=390
FMAX_ACHIEVED_MHz=156
CORE_SQ_UM=3420
GLOBAL_ROUTE.OVERFLOW_TOTAL=0
DESIGN.PORTCOUNT=16
FIN_CRIT_PERIOD_NS=6.40
PATH_CLASS='primary input to output pin'
FINAL_WEIGHTED_CONGESTION_OF_ROUTABILITY_DRIVEN_GLOBAL_PLACEMENT=0.750
TYPE_OF_THE_MOST_CRITICAL_HOLD_PATH='primary input to output pin'
FILL_CELLS=389
MAX-CAP-VIOLATIONS=0
WARNINGS=32
AREA_LEADERS='sky130_fd_sc_hd__fa_1, sky130_fd_sc_hd__and2_1, sky130_fd_sc_hd__buf_4, sky130_fd_sc_hd__ha_1, sky130_fd_sc_hd__inv_1'
RUN_STATUS='complete, no violations'
GRT_START_MAX_NET_PINS=5
CRIT_SLOWEST_CELL='sky130_fd_sc_hd__fa_1'
LAYOUT_AREA_OVERHEAD_PCT=52.2
REPORT.FINAL.SETUP_VIOL=0
ANTENNA_CELLS=0
CELL_TYPE_WITH_THE_HIGHEST_AGGREGATE_AREA_IN_THE_NETLIST='sky130_fd_sc_hd__fa_1'
WORST-ENDPOINT-ARRIVAL_NS=5.06
MAX_SLEW_MARGIN_PCT=89.9
GR-USAGE-ALL-LAYERS_PCT=2.77
## through the flow
step | TNS, ns | setup slack, ns | utilization, % | cell area (sq um) | power (mW)
after CTS | 0 | 0.0607 | 17.0 | 579 | 0.0459
after global placement | -0.400 | -0.261 | 16.9 | 578 | 0.0468
after global routing | 0 | 0.0925 | 17.4 | 594 | 0.0535
after detailed placement | -0.385 | -0.260 | 16.9 | 578 | 0.0466
after floorplan | 0 | 0.803 | - | 390 | 0.0284
final | 0 | 0.300 | 17.4 | 594 | 0.0445
## layout by cell type (no fill, tap or decap)
master and n:
sky130_fd_sc_hd__dlymetal6s2s_1 3, sky130_fd_sc_hd__dlygate4sd2_1 3, sky130_fd_sc_hd__ha_1 3, sky130_fd_sc_hd__fa_1 5
sky130_fd_sc_hd__inv_2 1, sky130_fd_sc_hd__ha_2 1, sky130_fd_sc_hd__inv_1 11, sky130_fd_sc_hd__nand2_1 7
sky130_fd_sc_hd__fa_2 3, sky130_fd_sc_hd__clkdlybuf4s50_1 10, sky130_fd_sc_hd__and2_4 1, sky130_fd_sc_hd__buf_4 3
sky130_fd_sc_hd__and2_1 8
## logic make-up (layout without fill, tap and decap cells)
| kind of cell | after synthesis | after routing | synth area share, % |
|---|---|---|---|
| AND/OR/NAND/NOR | 16 | 16 | 21.2 |
| adder cells (fa/ha/maj) | 12 | 12 | 53.8 |
| buffers and inverters | 19 | 31 | 25.0 |
## final timing paths
kind	to	depth (start not counted)
worst max-delay path	result[5]	14
worst min-delay path	result[0]	4
## cell type report
| type | count | area [sq um] | area share (%) |
|---|---|---|---|
| multi-input combinational | 28 | 305 | 51.4 |
| timing repair buffer | 19 | 186 | 31.4 |
| tap | 46 | 57.6 | 9.68 |
| inverter | 12 | 45.0 | 7.58 |
## routing by layer
layer	global-route usage, %	vias to the layer above	share of wire, %
li1	-	150	-
met1	2.85	142	37
met2	5.94	7	55
met3	0.341	0	7.9
met4	0	0	0
met5	0	-	0
## what timing repair did
item,in CTS,in global routing
endpoints found under the hold margin,0,0
pin swaps,2,6
resized,5,7
gates cloned,0,0
setup endpoints to repair,3,2
## where the power goes
group | switching (mW) | internal [mW]
logic | 0.0158 | 0.0288
registers | 0 | 0
clock network | 0 | 0
## critical path: cells and delay by family
| family | cells | cell delay [ns] |
|---|---|---|
| adder cells (fa/ha/maj) | 7 | 2.61 |
| buffers and inverters | 6 | 0.95 |
| AND/OR/NAND/NOR | 1 | 0.16 |
Power and IR drop assume default switching activity.
