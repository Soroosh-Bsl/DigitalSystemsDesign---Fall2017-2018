**run.sh**
```bash
#!/bin/bash
# OpenROAD 26Q1-2900-gdf79404cd8, Yosys 0.63+post, stock flow scripts
make -C /OpenROAD-flow-scripts/flow DESIGN_CONFIG=/design/flow/config.mk WORK_HOME=/design/flow/orfs finish
```
**config.mk**
```make
export PLATFORM = sky130hd
export DESIGN_NAME = HCA
export DESIGN_NICKNAME = HCA
export VERILOG_FILES = /design/flow/design.v
export SDC_FILE = /design/flow/constraint.sdc
export NUM_CORES = 4
export LEC_CHECK = 1
export CORE_AREA = 10 10 81 81
export DIE_AREA = 0 0 91 91
```
**constraint.sdc**
```tcl
current_design HCA

set clk_period 7.0
set clk_io_pct 0.2

create_clock -name clk0 -period $clk_period

set non_clock_inputs [all_inputs -no_clocks]
set_input_delay [expr $clk_period * $clk_io_pct] -clock clk0 $non_clock_inputs
set_output_delay [expr $clk_period * $clk_io_pct] -clock clk0 [all_outputs]
```
**design.v**
```verilog
module HCA(sum, cout, a, b, cin); 
output [15:0] sum; 
output cout; 
input [15:0] a, b;
input cin;
wire P_00, G_00, G_11, P_11, G_22, P_22, G_33, P_33, G_44, P_44, G_55, P_55, G_66, P_66, G_77, P_77, G_88, P_88, G_99, P_99, G_1010, P_1010, G_1111, P_1111, G_1212, P_1212, G_1313, P_1313, G_1414, P_1414, G_1515, P_1515, G_1616, P_1616;
wire G_10, G_20, G_32, P_32, G_30, G_40, G_54, P_54, G_52, P_52, G_50, G_60, G_76,  P_76, G_74, P_74, G_70, G_80, G_98, P_98, G_96, P_96, G_90, G_100, G_1110, P_1110, G_118, P_118, G_110, G_120, G_1312;
wire P_1312, G_1310, P_1310, G_130, G_140, G_1514, P_1514, G_1512, P_1512, G_150, G_160;
	assign P_00 = 0;
	assign   G_00 = cin;
	assign G_11 = a[0] & b[0];
	assign P_11 = a[0] ^ b[0]; 
	assign G_22 = a[1] & b[1];
	assign P_22 = a[1] ^ b[1];
	assign G_33 = a[2] & b[2];
	assign P_33 = a[2] ^ b[2];
	assign G_44 = a[3] & b[3];
	assign P_44 = a[3] ^ b[3];
	assign G_55 = a[4] & b[4];
	assign P_55 = a[4] ^ b[4];
	assign G_66 = a[5] & b[5];
	assign P_66 = a[5] ^ b[5];
	assign G_77 = a[6] & b[6];
	assign P_77 = a[6] ^ b[6];
	assign G_88 = a[7] & b[7];
	assign P_88 = a[7] ^ b[7];
	assign G_99 = a[8] & b[8];
	assign P_99 = a[8] ^ b[8];
	assign G_1010 = a[9] & b[9];
	assign P_1010 = a[9] ^ b[9];
	assign G_1111 = a[10] & b[10];
	assign P_1111 = a[10] ^ b[10];
	assign G_1212 = a[11] & b[11];
	assign P_1212 = a[11] ^ b[11];
	assign G_1313 = a[12] & b[12];
	assign P_1313 = a[12] ^ b[12];
	assign G_1414 = a[13] & b[13];
	assign P_1414 = a[13] ^ b[13];
	assign G_1515 = a[14] & b[14];
	assign P_1515 = a[14] ^ b[14];
	assign G_1616 = a[15] & b[15];
	assign P_1616 = a[15] ^ b[15];
	assign G_10 = G_11 | (P_11 & G_00);  
	assign G_20 = G_22 | (P_22 & G_10);  
	assign G_32 = G_33 | (P_33 & G_22);
	assign P_32 = P_33 & P_22;  
	assign G_30 = G_32 | (P_32 & G_10);  
	assign G_40 = G_44 | (P_44 & G_30);  
	assign G_54 = G_55 | (P_55 & G_44);
	assign P_54 = P_55 & P_44;  
	assign G_52 = G_54 | (P_54 & G_32);
	assign P_52 = P_54 & P_32;  
	assign G_50 = G_52 | (P_52 & G_10);  
	assign G_60 = G_66 | (P_66 & G_50);  
	assign G_76 = G_77 | (P_77 & G_66);
	assign P_76 = P_77 & P_66;  
	assign G_74 = G_76 | (P_76 & G_54);
	assign P_74 = P_76 & P_54;  
	assign G_70 = G_74 | (P_74 & G_30);  
	assign G_80 = G_88 | (P_88 & G_70);  
	assign G_98 = G_99 | (P_99 & G_88);
	assign P_98 = P_99 & P_88;  
	assign G_96 = G_98 | (P_98 & G_76);
	assign P_96 = P_98 & P_76;  
	assign G_90 = G_96 | (P_96 & G_50);  
	assign G_100 = G_1010 | (P_1010 & G_90);  
	assign G_1110 = G_1111 | (P_1111 & G_1010);
	assign P_1110 = P_1111 & P_1010;  
	assign G_118 = G_1110 | (P_1110 & G_98);
	assign P_118 = P_1110 & P_98;  
	assign G_110 = G_118 | (P_118 & G_70);  
	assign G_120 = G_1212 | (P_1212 & G_110);  
	assign G_1312 = G_1313 | (P_1313 & G_1212);
	assign P_1312 = P_1313 & P_1212;  
	assign G_1310 = G_1312 | (P_1312 & G_1110);
	assign P_1310 = P_1312 & P_1110;  
	assign G_130 = G_1310 | (P_1310 & G_90);  
	assign G_140 = G_1414 | (P_1414 & G_130);  
	assign G_1514 = G_1515 | (P_1515 & G_1414);
	assign P_1514 = P_1515 & P_1414;  
	assign G_1512 = G_1514 | (P_1514 & G_1312);
	assign P_1512 = P_1514 & P_1312;  
	assign G_150 = G_1512 | (P_1512 & G_110);  
	assign G_160 = G_1616 | (P_1616 & G_150);  
	assign sum[0] = P_11 ^ G_00;
	assign sum[1] = P_22 ^ G_10;
	assign sum[2] = P_33 ^ G_20;
	assign sum[3] = P_44 ^ G_30;
	assign sum[4] = P_55 ^ G_40;
	assign sum[5] = P_66 ^ G_50;
	assign sum[6] = P_77 ^ G_60;
	assign sum[7] = P_88 ^ G_70;
	assign sum[8] = P_99 ^ G_80;
	assign sum[9] = P_1010 ^ G_90;
	assign sum[10] = P_1111 ^ G_100;
	assign sum[11] = P_1212 ^ G_110;
	assign sum[12] = P_1313 ^ G_120;
	assign sum[13] = P_1414 ^ G_130;
	assign sum[14] = P_1515 ^ G_140;
	assign sum[15] = P_1616 ^ G_150;
	assign cout = G_160;
endmodule
```
==> results.py <==
# Physical implementation metrics
metrics = {
    "grt": {
        "grt_start_max_net_pins": 5,
        "grt_pass1_vias": 701,
        "globalRouteOverflowTotal": 0,
        "wire_length_of_the_first_global_routing_pass_um": 3408,
        "total_routing_usage_reported_by_global_routing": 0.04847,
        "antenna_found_initial": 0,
    },
    "timing": {
        "setup-tns-final_ps": 0,
        "final_min_period_over_clock_period": 0.8121,
        "max_clock_freq_mhz": 175.9,
        "rsz_0062_raised_after_global_routing": "false",
        "final-setup-viol-count": 0,
        "relSlewSlack": 0.8442,
        "finalHoldViolCount": 0,
        "finalWorstPathRequiredPeriod_ps": 5684,
        "maxSlewViolCount": 0,
        "tightestPinTransition_ps": 231.3,
        "whs_ps": 3844,
    },
    "floorplanning": {
        "fp.coreArea_um2": 4817,
        "chip_width_um": 91,
        "ios": 50,
        "chipArea_um2": 8281,
        "floorplan.die.height_um": 91,
        "num_rows": 25,
        "fp_util": 0.1374,
    },
    "placement": {
        "dp_hpwl_um": 1973,
        "gp_congestion": 0.7569,
        "io_buffers": 50,
    },
    "routing": {
        "dr_vias_cell": 3.597,
        "route.antenna.diode_count": 0,
        "detail_route.wl_per_cell_um": 10.94,
        "detail-route-antenna-nets": 0,
        "via_count": 669,
        "finalWirelength_um": 2035,
        "drc_errors": 0,
        "dr.pass1.iters": 2,
        "drt_iter0_markers": 4,
    },
    "synthesis": {
        "netlist_instances": 69,
        "synth-warning-count": 0,
        "yosys_cells": 69,
        "yosys_area_um2": 661.9,
        "seq_area_frac_synth": 0,
        "syn-mean-instance-area_um2": 9.593,
        "synth.distinct_cells": 23,
        "syn_area_um2": 661.9,
    },
    "power": {
        "leakagePower_nw": 0.5630,
        "power.density_nw_per_um2": 85.93,
        "ir_worst_vdd_v": 0.00003140,
    },
    "finish": {
        "final_cell_mix": "50 x clkdlybuf4s50_1, 14 x ha_1, 11 x inv_1, 9 x fa_1, 5 x xor2_1",
        "layout.area.comb_um2": 620.6,
        "lay_top_count": "clkdlybuf4s50_1",
        "flop-count": 0,
        "number_of_filler_cells_placed_in_the_layout": 533,
        "clkbuf_count": 0,
        "synthToLayoutAreaGrowth_pct": 88.28,
        "drive_above_1_share": 0.04202,
        "seqCellArea_um2": 0,
    },
    "critical_path": {
        "critical_path.cell_chain": "clkdlybuf4s50_1 -> fa_1 -> a211o_1 -> a211oi_2 -> o21bai_2 -> o31a_1 -> fa_1 -> xor2_1 -> clkdlybuf4s50_1",
        "crit_slowest_cell": "clkdlybuf4s50_1",
        "setup.worst_path.end_class": "output pin",
        "timing.critical_path.required_ps": 5600,
        "path_class": "input port to output pin",
        "crit_path_max_fanout": 3,
        "slowest_delay_ps": 490,
        "element_type_at_the_critical_path_start": "input port",
        "crit_arrival_ps": 4280,
    },
    "hold_path": {
        "holdCritStartpoint": "b[15]",
        "whs_path_cells": 5,
        "hp-class": "input port to output pin",
        "worst_hold_path.endpoint": "sum[15]",
    },
    "cts": {
        "cts_post_setup_buffers_inserted": 0,
        "cts_repair_resize_count": 0,
        "cts_hold_buffers": 0,
    },
    "flow_run": {
        "timing.max_cap.violations": 0,
        "stage_log_warnings": 32,
    },
    "run_status": {
        "outcome": "finished, final reports clean",
    },
}
[synthesized netlist by cell type, drive strengths merged, types with 2 or more instances]
| cell | number | area (um2) |
|---|---|---|
| xnor2 | 2 | 17.52 |
| a211o | 2 | 17.52 |
| a21o | 6 | 47.55 |
| inv | 11 | 41.29 |
| o21ai | 3 | 15.01 |
| fa | 9 | 180.2 |
| xor2 | 5 | 43.79 |
| a21oi | 3 | 15.01 |
| o21a | 2 | 15.01 |
| ha | 14 | 175.2 |
[worst max path at each step]
stage / to / depth (start not counted) / startpoint / slack [ps]
after CTS: sum[14] / 9 / a[0] / 1290
final: sum[14] / 9 / a[0] / 1320
after global routing: sum[14] / 9 / a[0] / 1170
[routing by layer]
layer | part of all wire | GRT usage | vias to the layer above
li1 | - | - | 347
met1 | 0.46 | 0.06660 | 286
met2 | 0.41 | 0.07160 | 36
met3 | 0.13 | 0.02407 | 0
met4 | 0 | 0 | 0
met5 | 0 | 0 | -
[worst max-delay path: cells and delay by family]
family	cells	cell delay [ps]
buffers and inverters	2	920
adder cells (fa/ha/maj)	2	830
XOR/XNOR	1	160
AND-OR/OR-AND	4	970
[cells by family after synthesis]
kind of cell | after synthesis | synth area share
simple gates | 4 | 0.03025
compound gates | 24 | 0.2779
buf+inv | 11 | 0.06238
xor+xnor | 7 | 0.09263
fa+ha+maj | 23 | 0.5369
[power breakdown]
part | leakage [nW] | internal [mW] | switching, mW
logic | 0.563 | 0.0733 | 0.0338
clock network | 0 | 0 | 0
registers | 0 | 0 | 0
[metrics by stage]
| stage | instances | utilization | setup WS [ps] | power [mW] | cell area, um2 |
|---|---|---|---|---|---|
| 2_1_floorplan | 69 | - | 2331 | 0.03705 | 661.9 |
| 3_3_place_gp | 186 | 0.2587 | 1307 | 0.1099 | 1246 |
| 3_5_place_dp | 186 | 0.2587 | 1287 | 0.1097 | 1246 |
| 4_1_cts | 186 | 0.2587 | 1285 | 0.1110 | 1246 |
| 5_1_grt | 186 | 0.2587 | 1169 | 0.1211 | 1246 |
| 6_report | 186 | 0.2587 | 1316 | 0.1071 | 1246 |
[cell type report]
class	count	area share
multi-input combinational	58	0.4980
tap	67	0.06727
timing repair buffer	50	0.4016
inverter	11	0.03313
Power figures rest on the tool's default switching activity, not on a simulated workload.
